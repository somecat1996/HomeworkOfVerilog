==> design/flow/design.v <==
`timescale 1ns / 1ps
module test2(
	 input clk,
	 input [1:0] a,
    output reg [6:0] c,
    output reg [3:0] d
    );
	 reg [3:0] num=0;
	 reg [1:0] pos=0;
	 reg [31:0] q;
	 reg p_500ms;
	 reg [3:0]tmp=0;
	 always @ (posedge clk)
				if (q>=625)
					begin
					q<=0;
					tmp<=tmp+1;
					p_500ms=~p_500ms;
					end
				else
				q<=q+1;
	 always @ (posedge p_500ms)
		begin
		if(tmp==4'b0000)
		begin
			if(num==3)
				num<=0;
			if(num<3)
				num<=num+1;
			if(pos==3)
				pos<=0;
			if(pos<3)
				pos<=pos+1;
		end
		c[0]<=((num[0]&~num[1]&~num[2]&~num[3])|(~num[0]&~num[1]&num[2]&~num[3]));
		c[1]<=((num[0]&~num[1]&num[2]&~num[3])|(~num[0]&num[1]&num[2]&~num[3]));
		c[2]<=(~num[0]&num[1]&~num[2]&~num[3]);
		c[3]<=((num[0]&~num[1]&~num[2]&~num[3])|(~num[0]&~num[1]&num[2]&~num[3])|(num[0]&num[1]&num[2]&~num[3]));
		c[4]<=((num[0]&~num[1]&~num[2]&~num[3])|(num[0]&num[1]&~num[2]&~num[3])|(~num[0]&~num[1]&num[2]&~num[3])|(num[0]&~num[1]&num[2]&~num[3])|(num[0]&num[1]&num[2]&~num[3])|(num[0]&~num[1]&~num[2]&num[3]));
		c[5]<=((num[0]&~num[1]&~num[2]&~num[3])|(~num[0]&num[1]&~num[2]&~num[3])|(num[0]&num[1]&~num[2]&~num[3])|(num[0]&num[1]&num[2]&~num[3]));
		c[6]<=((~num[0]&~num[1]&~num[2]&~num[3])|(num[0]&~num[1]&~num[2]&~num[3])|(num[0]&num[1]&num[2]&~num[3]));
		if(tmp>=4*a[0]+8*a[1]+3)
		begin
			d[0]<=1;
			d[1]<=1;
			d[2]<=1;
			d[3]<=1;
		end
		else
		begin
			d[0]<=~(~pos[0]&~pos[1]);
			d[1]<=~(pos[0]&~pos[1]);
			d[2]<=~(~pos[0]&pos[1]);
			d[3]<=~(pos[0]&pos[1]);
		end
		end
endmodule
==> design/flow/run.sh <==
#!/bin/bash
# OpenROAD 26Q1-2900-gdf79404cd8, Yosys 0.63+post, stock flow scripts
make -C /OpenROAD-flow-scripts/flow DESIGN_CONFIG=/design/flow/config.mk WORK_HOME=/design/flow/orfs finish
==> design/flow/config.mk <==
export PLATFORM = sky130hd
export DESIGN_NAME = test2
export DESIGN_NICKNAME = test2
export VERILOG_FILES = /design/flow/design.v
export SDC_FILE = /design/flow/constraint.sdc
export NUM_CORES = 4
export LEC_CHECK = 1
export CORE_UTILIZATION = 40
==> design/flow/constraint.sdc <==
current_design test2

set clk_period 5.2
set clk_io_pct 0.2

create_clock -name clk0 -period $clk_period [get_ports {clk}]

set non_clock_inputs [all_inputs -no_clocks]
set_input_delay [expr $clk_period * $clk_io_pct] -clock clk0 $non_clock_inputs
set_output_delay [expr $clk_period * $clk_io_pct] -clock clk0 [all_outputs]
==> job_summary.md <==
### Flow metrics

| Metric | Value |
|---|---|
| Status | complete, no violations |
| Final Slew Violations | 0 |
| Cell area power density | 226.8 nW/um^2 |
| Seq cells post-synth | 54 |
| Critical Path Max Stage Delay | 610 ps |
| Final setup violation count | 0 |
| Iteration-0 DRC count of the detailed router | 27 |
| Total DRC errors in the routed layout | 0 |
| Post-synthesis average cell area | 12.04 sq um |
| Hold WC Path Type | flip-flop to flip-flop |
| Vias in the first global route | 985 |
| Die boundary height | 71.61 um |
| Total die area | 5127 sq um |
| Switching Power | 101.4 uW |
| Filler cell count | 363 |
| Number of standard-cell rows in the floorplan | 24 |
| Worst setup EP type | flip-flop |
| CTS tree | done |
| Cell at the slowest stage of the critical path | sky130_fd_sc_hd__or4b_2 |
| Cells taking the most area after synthesis | sky130_fd_sc_hd__dfxtp_1, sky130_fd_sc_hd__edfxtp_1, sky130_fd_sc_hd__ha_1 |
| Logic cell area | 762.0 sq um |
| Post-synth top area share | 44.42% |
| Routed len/inst | 8.728 um |
| Total count of hold-check failures in the final report | 0 |
| Final antenna-violating net count | 0 |
| Leading area contributor after synthesis | sky130_fd_sc_hd__dfxtp_1 |
| Portion of total power attributed to sequential cells | 57.1% |
| Sequential Area | 1191 sq um |
| Internal power of the cells | 425.3 uW |
| Per-cell via count in the routed design | 4.323 |
| Clk Latency, worst-skew pair | 280 ps |
| Count of pins on the block boundary | 14 |
| # Max-Cap Violations | 0 |
| Sw frac | 19.26% |
| Dpl hpwl | 1.708 mm |
| Antenna fix cells | 0 |
| Required time at the worst-slack endpoint | 5420 ps |
| Crit path max-delay family | simple AND/OR/NAND/NOR gates |
| Gate power share | 1.3% |
| Post-Synthesis Cells | 161 |
| Least setup slack across all paths after layout | 3155 ps |
| Number of cell instances after yosys synthesis | 161 |
| Count of endpoints without a timing constraint | 33 |
| Yosys warnings | 1 |
| Initial antenna violation count | 0 |
| Worst Path Arrival | 2270 ps |
| Maximum ir drop on the vdd rail | 0.2436 mV |
| Number of buffers added by the clock tree synthesis step | 5 |
| Total detailed-routing wirelength | 2.217 mm |
| Summed standard-cell area reported by yosys | 1938 sq um |
| Actual transition at the worst max-transition pin | 545.4 ps |
| Number of register pins that no clock reaches | 17 |
| Largest net degree at the start of global routing | 19 |
| Clock network power share | 41.6% |
| Launch point of the worst reg-to-reg path | q[1]$_SDFF_PP0_ |
| Max Buffers Root-to-Sink | 2 |
| Minimum setup slack among reg-to-reg paths | 3160 ps |
| Terminating pin of the worst hold path | q[0]$_SDFF_PP0_ |
| Signed area change from the synthesized netlist to the final layout | 19.82% |
| Total vias in the final route | 1098 |
| Reg-to-reg endpoint | q[4]$_SDFF_PP0_ |
| Netlist area before placement | 1938 sq um |
| Final core utilization | 51.56% |
| Hold path startpoint | q[0]$_SDFF_PP0_ |
| Ordered cell list for the critical path | inv_1 > ha_1 > or4b_2 > a21oi_1 > o311ai_2 > buf_4 > nor2_2 |
| Cts hold-fix bufs | 0 |
| Minimum hold slack | 514.2 ps |
| Depth of the worst register-to-register path | 7 |
| Global-route wire length before repair | 4.022 mm |
| Crit path launch | q[1]$_SDFF_PP0_ |
| Number of iterations in the first detailed-routing pass | 4 |
| Unique cell types | 29 |
| Maximum fanout count along the critical path | 10 |
| Slew HR | 63.58% |
| CTS clk-pin slew, worst paths | 70 ps |
| Clock Root Buffer | sky130_fd_sc_hd__clkbuf_8 |
| Fraction of layout cells with a size suffix above 1 | 10.89% |
| Unrepaired setup endpoints after global routing | no |
| Min cycle time layout | 2045 ps |
| Startpoint Class | flip-flop |
| Worst setup slack before clock tree synthesis | 3186 ps |
| Worst Hold Depth | 1 |
| Worst clock skew | 5.049 ps |
| Overflow left after global routing | 0 |
| Leakage Power | 0.0009441 uW |
| Die W | 71.61 um |
| Setup bufs post-CTS | 0 |
| Count of input and output buffers | 13 |
| GRT Util Overall | 10.11% |
| Setup Crit Path Kind | flip-flop to flip-flop |
| Total number of H-tree levels | 2 |
| Post_cts resized | 0 |
| Final Cycle Share | 39.33% |
| Floorplan Core Area | 4504 sq um |
| Total negative slack for setup checks | 0 ps |
| Number of warnings the tools reported | 35 |
| Buffers and inverters on the worst path | 2 |
| Register share after synthesis | 61.46% |
| GPL Wtd Cong | 0.8403 |
| Pre-placement core utilization | 43.03% |
| Highest Clock Rate | 489.0 MHz |
-- cells by family (layout without fill, tap and decap cells) --
family | Yosys count | count (layout) | synth area share [%]
xor+xnor | 10 | 10 | 4.519
flops | 54 | 54 | 61.46
other cells | 1 | 23 | 0.1935
fa+ha+maj | 17 | 17 | 10.97
simple gates | 50 | 50 | 14.46
buf+inv | 18 | 37 | 3.873
compound gates | 11 | 11 | 4.519
-- stage by stage --
stage          instance area, sq um  power, uW  instances
2_1_floorplan                  2021      311.3        183
3_3_place_gp                   2212      313.5        246
3_5_place_dp                   2212      314.4        246
4_1_cts                        2322      534.5        254
5_1_grt                        2322      553.8        254
6_report                       2322      526.8        254
-- per-layer routing --
layer	global-route usage [%]	vias up	part of all wire, %
met4	1.525	0	0.72
met5	0	-	0
met1	14.57	484	49
li1	-	592	-
met3	2.996	2	4.6
met2	16.25	20	46
-- state kept, by name, summed over array words and instances (netlist names) --
name / count
tmp: 4
c: 7
d: 4
q: 32
num: 4
p_500ms: 1
pos: 2
-- Yosys cell counts --
library cell and n:
sky130_fd_sc_hd__a2111oi_4 1, sky130_fd_sc_hd__a21o_1 2, sky130_fd_sc_hd__a21oi_1 5, sky130_fd_sc_hd__a31oi_1 1
sky130_fd_sc_hd__and3_1 1, sky130_fd_sc_hd__and4_1 2, sky130_fd_sc_hd__buf_6 1, sky130_fd_sc_hd__clkbuf_1 2
sky130_fd_sc_hd__conb_1 1, sky130_fd_sc_hd__dfxtp_1 43, sky130_fd_sc_hd__edfxtp_1 11, sky130_fd_sc_hd__ha_1 17
sky130_fd_sc_hd__inv_1 15, sky130_fd_sc_hd__nand2_1 11, sky130_fd_sc_hd__nand3_1 3, sky130_fd_sc_hd__nand4_1 1
sky130_fd_sc_hd__nor2_1 7, sky130_fd_sc_hd__nor2_2 9, sky130_fd_sc_hd__nor2b_1 1, sky130_fd_sc_hd__nor3_1 3
sky130_fd_sc_hd__nor3b_1 3, sky130_fd_sc_hd__nor4_1 6, sky130_fd_sc_hd__nor4b_1 1, sky130_fd_sc_hd__o21ai_0 1
sky130_fd_sc_hd__o311ai_1 1, sky130_fd_sc_hd__or4_4 1, sky130_fd_sc_hd__or4b_2 1, sky130_fd_sc_hd__xnor2_1 5
sky130_fd_sc_hd__xor2_1 5
-- final cells by class --
type	instances	share of cell area, %
sequential	54	51.29
multi-input combinational	111	32.81
timing repair buffer	14	5.927
clock buffer	6	4.041
tap	52	2.802
inverter	15	2.425
clock inverter	2	0.7004
-- cells in the final DEF (no fill, tap or decap), types with 5 or more instances in the layout --
cell / n
sky130_fd_sc_hd__nand2_1: 11
sky130_fd_sc_hd__clkdlybuf4s50_1: 13
sky130_fd_sc_hd__xnor2_1: 5
sky130_fd_sc_hd__nor4_1: 6
sky130_fd_sc_hd__inv_1: 15
sky130_fd_sc_hd__xor2_1: 5
sky130_fd_sc_hd__conb_1: 23
sky130_fd_sc_hd__ha_1: 17
sky130_fd_sc_hd__a21oi_1: 5
sky130_fd_sc_hd__clkbuf_8: 5
sky130_fd_sc_hd__nor2_2: 9
sky130_fd_sc_hd__edfxtp_1: 11
sky130_fd_sc_hd__nor2_1: 7
sky130_fd_sc_hd__dfxtp_1: 43
-- power by group through the flow --
| stage | combinational (uW) | sequential (uW) | clock [uW] |
|---|---|---|---|
| after CTS | 7.09 | 301 | 227 |
| after global routing | 8.72 | 301 | 244 |
| final | 6.90 | 301 | 219 |
-- worst max-delay path by stage --
stage                             end  slack [ps]  depth (start not counted)
after CTS             q[4]$_SDFF_PP0_        3160                          7
after global routing  q[2]$_SDFF_PP0_        3020                          7
final                 q[4]$_SDFF_PP0_        3160                          7
Power figures rest on the tool's default switching activity, not on a simulated workload.
