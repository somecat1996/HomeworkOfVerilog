<file path="run.sh">
#!/bin/bash
# OpenROAD 26Q1-2900-gdf79404cd8, Yosys 0.63+post, stock flow scripts
make -C /OpenROAD-flow-scripts/flow DESIGN_CONFIG=/design/flow/config.mk WORK_HOME=/design/flow/orfs finish
</file>
<file path="config.mk">
export PLATFORM = sky130hd
export DESIGN_NAME = clock
export DESIGN_NICKNAME = clock
export VERILOG_FILES = /design/flow/design.v
export SDC_FILE = /design/flow/constraint.sdc
export NUM_CORES = 4
export LEC_CHECK = 1
export CORE_AREA = 10 10 98 98
export DIE_AREA = 0 0 108 108
</file>
<file path="constraint.sdc">
current_design clock

set clk_period 4.9
set clk_io_pct 0.2

create_clock -name clk0 -period $clk_period [get_ports {clk}]

set non_clock_inputs [all_inputs -no_clocks]
set_input_delay [expr $clk_period * $clk_io_pct] -clock clk0 $non_clock_inputs
set_output_delay [expr $clk_period * $clk_io_pct] -clock clk0 [all_outputs]
</file>
<file path="design.v">
`timescale 1ns / 1ps
module clock(
    input clk,
    output p_500ms,
    output [3:0] p_625
    );
	 reg [31:0] q;
always @ (posedge clk)
				if (q>=25000000)
					begin
					q<=0;
					p_500ms=~p_500ms;
					end
				else
				q<=q+1;
always @ (posedge clk)
				if (q>=25000000)
					begin
					q<=0;
					p_625<=p_625+1;
					end
				else
				q<=q+1;
endmodule
</file>
==> summary.txt <==
State of the implementation.

- The run finished with clean final reports.
- The register-to-register path setup slack is 2.69 ns, for reference.
- The via count of the first global-routing pass was 1183.
- The CTS buffer count is 5, for reference.
- The last weighted congestion value of the routability-driven placer is 0.779, for reference.
- The final timing report counts setup violations totalling 0.
- The post-detailed-route count of antenna-violating nets is 0, for reference.
- In this run the post-CTS setup repair buffer count came out at 0.
- Per the GRT congestion report, total overflow comes to 0.
- The horizontal extent of the die is 108 um, for reference.
- The share of the Yosys chip area taken by registers is 0.495.
- The leakage power in the latest report is 0.556 nW.
- The die is 108 um tall.
- The per-instance average area after synthesis is 9.63 um2, for reference.
- The worst setup path is launched from a flop.
- STA lists the maximum fanout along the critical path as 10.
- The clock group share of total power is 0.400, for reference.
- The antenna diode count is 0, for reference.
- The flow reported a cell area power density of 346 nW/um2.
- The area growth from synthesis to layout is 17.8%, for reference.
- The tally of filler cells in the layout is 790, for reference.
- The final critical delay including setup and external delays is 2.21 ns, for reference.
- The maximum clock insertion buffer count is 2, for reference.
- Counting the warning lines in the Yosys log gives 35.
- The power report lists cell-internal power as 0.520 mW.
- The post-synth count of flops with an enable pin is 5.
- The largest net degree at the start of global routing is 26, for reference.
- The clock insertion delay at the later pin of the skew report is 0.29 ns, for reference.
- TritonCTS reports the number of clock sinks as 37.
- The run reported a max-capacitance violation count of 0.
- After floorplanning, the die was sized to cover 11700 um2.
- The starting utilization of the core area is 0.209, for reference.
- The final instance area is 1880 um2, for reference.
- The clock skew is 0.00676 ns, for reference.
- Data arrives at the worst endpoint at 2.42 ns.
- The routed design shows a via density per instance of 4.17.
- The share of synthesized area in the top cell type comes to 0.401.
- The met1 wire length is 1.38 mm, for reference.
- The combinational cell fraction of total power is 0.072, for reference.
- In this run, post-CTS repair resized a total of 0 instances.
- By area the synthesized netlist is led by dfxtp_1, edfxtp_1, xnor2_1.
- The total routing usage reported by global routing is 0.0525, for reference.
- The first global-routing pass estimated 5.22 mm of wire.
- After detailed routing, the average wire length per cell comes to 9.93 um.
- The synthesized netlist occupies a cell area of 1600 um2.
- The path type of the worst min-delay path is reg2reg, for reference.
- The highest cell delay on the worst timing path is 0.57 ns, for reference.
- According to the timing report, the critical path is captured at q[24].
- The sequential share of power is 0.529, for reference.
- The utilization of the core after routing is 0.246, for reference.
- The top achievable clock speed is 452 MHz, for reference.
- Once synthesis finished, the tally of register bits stood at 37.
- The final number of hold-violating endpoints is 0, for reference.
- On the reported timing paths, the clock transition at the registers reads 0.07 ns.
- Adding up every negative setup slack in the final design gives 0 ns.
- The number of cells in the finished layout apart from fillers is 280, for reference.
- The starting DRC count in detailed routing is 54, for reference.
- STA lists the startpoint of the worst register-to-register path as q[0].
- The number of I/O pins is 6, for reference.
- The fraction of power spent switching nets is 0.202, for reference.
- The capturing point of the worst reg2reg path is q[24], for reference.
- After detailed placement, the design holds a cell count of 272.
- The chip area in the Yosys report is 1600 um2, for reference.
- Per the detail_route log, met2 wirelength is 1.24 mm.
- The maximum vdd drop is 0.119 mV, for reference.
- The cell type with the largest total area is dfxtp_1, for reference.
- Setup repair after global routing left no endpoint under its margin.
- The number of hold buffers added after cts is 0, for reference.
- Looking at the clock tree report, the root buffer type is clkbuf_8.
- The critical path in this run is classified as reg2reg.
- The H-tree depth is 2, for reference.
- The share of flip-flops with an asynchronous set or reset is 0, for reference.
- Per STA, the startpoint of the critical path is q[0].
- The fraction of the cycle the final worst path needs is 0.451, for reference.
- The placed instances occupy a cell area of 1770 um2.
- The instance count of the mapped netlist is 166, for reference.
- The count of instantiated cells in the yosys netlist is 166, for reference.
- Looking at the critical path, the single cell with the biggest stage delay is or4_1.
- The leading register cell type out of synthesis is dfxtp_1, for reference.
- The data required time reported for the critical path is 5.11 ns.
- The floorplan has 32 rows.
- The CTS tree is yes, for reference.
- The total half-perimeter wirelength after legalization and detailed placement is 1.83 mm, for reference.
- The core outline area is 7650 um2, for reference.
- The final routed DRC violation total is 0, for reference.
- The initial antenna violation count was 0.
- The script extracted a net switching power of 0.132 mW.
- The endpoint class of the critical path is a flop, for reference.
- Warnings raised by the tools during the run amount to 27.
- The worst reg2reg path depth is 5, for reference.
- The total via count after detailed routing is 1168, for reference.
- The share of layout cells above drive strength 1 is 0.0899, for reference.
- The routed design uses 124 um of met3 wire.
- Per the placement log, port buffering inserted 5 buffers.
- Signal routing reaches up to met4.
- The critical path goes through ha_1, nand4_2, or3_1, or4_1, a211oi_2.
- The worst hold slack is 0.503 ns, for reference.
- The number of distinct standard cells referenced by the synthesized netlist is 31, for reference.
- Summed over all layers, the routed wires come to 2.78 mm.
- The number of search-and-repair iterations in the first detailed-routing pass is 4, for reference.
- Max-slew check failures listed in the final report amount to 0.
==> power groups by stage <==
stage                 logic (mW)  registers, mW  clock network [mW]
final                     0.0467          0.345               0.260
after global routing      0.0549          0.347               0.283
after CTS                 0.0490          0.345               0.270
==> per-layer routing <==
metal  GRT usage  vias up
met5           0        -
met4     0.00954        0
li1            -      618
met1      0.0704      538
met3      0.0151        2
met2      0.0836       10
==> placed cells by master, fill, tap and decap left out <==
cell type / n
clkbuf_8: 5
o21ai_0: 6
nand4_2: 2
or3_2: 1
and3_1: 2
or3_1: 7
a211oi_2: 1
or2_2: 2
xor2_1: 4
dfxtp_1: 32
o31ai_1: 4
nand4_1: 4
clkdlybuf4s50_1: 5
bufinv_16: 1
nor2_1: 4
clkinv_4: 1
a21oi_1: 1
nor3_1: 16
ha_1: 3
nor3b_1: 1
conb_1: 7
xnor2_1: 10
nand2_1: 8
nor4_1: 4
o2111a_1: 1
a21o_1: 1
buf_4: 2
edfxtp_1: 5
clkinvlp_4: 1
o211ai_1: 1
a211oi_1: 10
inv_1: 10
nand3_1: 9
or4_1: 7
==> cells in the mapped netlist, types with 2 or more instances <==
cell	instances
a211oi_1	10
and3_1	2
buf_2	4
clkbuf_1	4
dfxtp_1	32
edfxtp_1	5
ha_1	3
inv_1	10
nand2_1	8
nand3_1	9
nand4_1	4
nand4_2	2
nor2_1	4
nor3_1	16
nor4_1	4
o21ai_0	6
o31ai_1	4
or2_2	2
or3_1	7
or4_1	7
xnor2_1	10
xor2_1	4
==> cell families after synthesis <==
| group | count (synthesis) | synth area share |
|---|---|---|
| adders and majority gates | 3 | 0.0235 |
| other | 1 | 0.00235 |
| xor gates and xnor gates | 14 | 0.0767 |
| buffers and inverters | 19 | 0.0524 |
| AOI/OAI and AO/OA | 25 | 0.112 |
| and+or+nand+nor | 67 | 0.239 |
| DFF | 37 | 0.495 |
==> final cells by class <==
| cell class | count | area (um2) | share of cell area |
|---|---|---|---|
| well taps | 102 | 128 | 0.0678 |
| inverters | 10 | 37.5 | 0.0199 |
| multi-input cells | 116 | 747 | 0.397 |
| repair buffers | 7 | 65.1 | 0.0346 |
| flip-flops and latches | 37 | 791 | 0.420 |
| clock inverters | 3 | 46.3 | 0.0246 |
| clock buffers | 5 | 68.8 | 0.0365 |
==> per-stage QoR <==
| step | power [mW] | setup WS [ns] |
|---|---|---|
| floorplan | 0.365 | 2.87 |
| global placement | 0.399 | 2.75 |
| detailed placement | 0.400 | 2.73 |
| CTS | 0.663 | 2.71 |
| global route | 0.685 | 2.55 |
| finish | 0.652 | 2.69 |
==> critical path: cells and delay by family (launching register included) <==
| family | cells | cell delay [ns] |
|---|---|---|
| AOI/OAI and AO/OA | 1 | 0.22 |
| adders and majority gates | 1 | 0.24 |
| and+or+nand+nor | 3 | 1.29 |
| DFF | 1 | 0.40 |
==> sequential cells by signal, summed over array words and instances, names as in the netlist <==
signal,flops
q,32
p_625,4
p_500ms,1
==> worst min path at each step <==
| stage | start | to | slack, ns | depth (start not counted) |
|---|---|---|---|---|
| after CTS | q[23] | q[23] | 0.50 | 2 |
| after global routing | q[24] | q[24] | 0.54 | 2 |
| final | q[23] | q[23] | 0.50 | 2 |
Power and IR drop assume default switching activity.
